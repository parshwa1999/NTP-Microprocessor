**design/flow/run.sh**
```bash
#!/bin/bash
# OpenROAD 26Q1-2900-gdf79404cd8, Yosys 0.63+post, stock flow scripts
make -C /OpenROAD-flow-scripts/flow DESIGN_CONFIG=/design/flow/config.mk WORK_HOME=/design/flow/orfs finish
```
**design/flow/config.mk**
```make
export PLATFORM = sky130hd
export DESIGN_NAME = Dependency_Check_Block
export DESIGN_NICKNAME = Dependency_Check_Block
export VERILOG_FILES = /design/flow/design.v
export SDC_FILE = /design/flow/constraint.sdc
export NUM_CORES = 4
export LEC_CHECK = 1
export CORE_UTILIZATION = 30
```
**design/flow/constraint.sdc**
```tcl
current_design Dependency_Check_Block

set clk_period 1.8
set clk_io_pct 0.2

create_clock -name clk0 -period $clk_period [get_ports {clk}]

set non_clock_inputs [all_inputs -no_clocks]
set_input_delay [expr $clk_period * $clk_io_pct] -clock clk0 $non_clock_inputs
set_output_delay [expr $clk_period * $clk_io_pct] -clock clk0 [all_outputs]
```
**design/flow/design.v**
```verilog
`timescale 1ns / 1ps
module Dependency_Check_Block(imm, RW_dm, op_dec, mux_sel_A, mux_sel_B, imm_sel, mem_en_ex, mem_rw_ex, mem_mux_sel_dm, ins, clk, reset);
	input [23:0] ins;
	input clk, reset;
	output reg [7:0] imm;
	output reg [4:0] RW_dm, op_dec;
	output [1:0] mux_sel_A, mux_sel_B;
	output imm_sel, mem_en_ex, mem_rw_ex, mem_mux_sel_dm;
	wire [4:0] op_dec_rst;
	wire JMP, Cond_J;
	wire [18:0] nJCL, flag, ins_tmp;
	wire mask;
	wire [4:0] RA, RB, RW;
	wire imm_flag, LD_flag, ST_flag, mem_rw;
	reg [4:0] RA_dec, RB_dec, RW_dec, RW_ex, RW_wb;
	reg LD1, LD_dec, mem_rw_dec, mem_mux_sel_ex, ST_dec, imm_sel, mem_rw_ex, mem_en_ex, mem_mux_sel_dm;
	wire LD1_rst, imm_flag_rst, LD_dec_rst, ST_dec_rst, mem_rw_dec_rst, mem_rw_ex_rst, mem_mux_sel_ex_rst, mem_en_ex_rst, mem_mux_sel_dm_rst;
	wire [4:0] RA_rst, RB_rst, RW_rst, RW_dec_rst, RW_ex_rst, RW_dm_rst;
	wire [7:0] imm_rst;
	assign JMP = ins[23] & ins[22] & ~ins[21] & ~ins[20] & ~ins[19];	 
	assign Cond_J = ins[23] & ins[22] & ins[21];  
	assign mask = ~(JMP | Cond_J | LD1);  
	assign nJCL = {mask, mask, mask, mask, mask, mask, mask, mask, mask, mask, mask, mask, mask, mask, mask, mask, mask, mask, mask};
	assign ins_tmp = ins[18:0] & nJCL;
	assign RW = ins_tmp[18:14];	 
	assign RA = ins_tmp[13:9];  
	assign RB = ins_tmp[8:4];  
	assign mux_sel_A = (RA_dec == RW_ex) ? 2'b01 : (RA_dec == RW_dm) ? 2'b10 : (RA_dec == RW_wb) ? 2'b11 : 2'b00;
	assign mux_sel_B = (RB_dec == RW_ex) ? 2'b01 : (RB_dec == RW_dm) ? 2'b10 : (RB_dec == RW_wb) ? 2'b11 : 2'b00;
	assign imm_flag = ~ins[23] & ins[22];
	assign LD_flag = ins[23] & ~ins[22] & ins[21] & ~ins[20] & ~ins[19];	 
	assign ST_flag = ins[23] & ~ins[22] & ins[21] & ~ins[20] & ins[19];  
	assign LD1_rst = (reset == 1'b0) ? 1'b0 : ins[23] & ~ins[22] & ins[21] & ~ins[20] & ~ins[19] & ~LD1;
	assign RA_rst = (reset == 1'b0) ? 5'b0_0000 : RA;
	assign RB_rst = (reset == 1'b0) ? 5'b0_0000 : RB;
	assign RW_rst = (reset == 1'b0) ? 5'b0_0000 : RW;
	assign RW_dec_rst = (reset == 1'b0) ? 5'b0_0000 : RW_dec;
	assign RW_ex_rst = (reset == 1'b0) ? 5'b0_0000 : RW_ex;
	assign RW_dm_rst = (reset == 1'b0) ? 5'b0_0000 : RW_dm;
	assign imm_flag_rst = (reset == 1'b0) ? 1'b0 : imm_flag;
	assign imm_rst = (reset == 1'b0) ? 8'b0000_0000 : ins[8:1];
	assign LD_dec_rst = (reset == 1'b0) ? 1'b0 : LD_flag & ~LD_dec;
	assign ST_dec_rst = (reset == 1'b0) ? 1'b0 : ST_flag;
	assign op_dec_rst = (reset == 1'b0) ? 5'b0_0000 : ins[23:19];
	assign mem_rw_dec_rst = (reset == 1'b0) ? 1'b0 : ins[19];
	assign mem_rw_ex_rst = (reset == 1'b0) ? 1'b0 : mem_rw_dec;
	assign mem_mux_sel_ex_rst = (reset == 1'b0) ? 1'b0 : ~mem_rw_dec & (LD_dec | ST_dec);
	assign mem_en_ex_rst = (reset == 1'b0) ? 1'b0 : LD_dec | ST_dec;
	assign mem_mux_sel_dm_rst = (reset == 1'b0) ? 1'b0 : mem_mux_sel_ex;
	always @ (posedge clk)  
	begin
		op_dec <= op_dec_rst;
		LD1 <= LD1_rst;
		RA_dec <= RA_rst;
		RB_dec <= RB_rst;
		RW_dec <= RW_rst;
		RW_ex <= RW_dec_rst;
		RW_dm <= RW_ex_rst;
		RW_wb <= RW_dm_rst;
		imm_sel <= imm_flag_rst;
		imm <= imm_rst;
		LD_dec <= LD_dec_rst;
		ST_dec <= ST_dec_rst;
		mem_rw_dec <= mem_rw_dec_rst;
		mem_rw_ex <= mem_rw_ex_rst;
		mem_mux_sel_ex <= mem_mux_sel_ex_rst;
		mem_en_ex <= mem_en_ex_rst;
		mem_mux_sel_dm <= mem_mux_sel_dm_rst;
	end
endmodule
```
==> results.txt <==
fresh numbers from the pnr run: via count 1221, MaxCap Viol Count 0, gpl congestion 0.790, Top cell area share 0.568, Final WS setup 0.0136 ns, Yosys reg bits 51, synth warn 1, pre-CTS setup slack -0.0873 ns, clk buf depth 2, layout cells sized above 1 0.251, final core utilization 0.469, worst skew pair latency 0.30 ns, Power Dens Cells 819 nW/um^2, area delta synth->final 47.3%, skew final 0.00742 ns, clock sink total 51, Core Footprint 5640 um^2, fin crit period 1.79 ns, Async SR Flop Fraction 0, Root Driver clkbuf_8, fmax 560 MHz, first-pass GRT wire length 5.31 mm, number of diodes 0, Die X 79.4 um, biggest area cells dfxtp_1, and2_1, xnor2_1, xor2_1, nor3_2, IO Count 52, wire per inst 10.6 um, cell count in the Yosys report 165, type of origin of the critical path register, RSZ-0062 raised after global routing true, Static Leak 0.00114 uW, vias per std cell 3.98, CTS Hold Buffers Added 0, Die Area 6310 um^2, first-pass detailed-route iteration total 3, CP required 1.44 ns, sequential cell area 1050 um^2, tool warning count 28, ys flop type dfxtp_1, initial antenna violation count 0, endpoint type of the worst setup path primary output, total CTS buffers 5, Worst Tran Pin Value 0.237 ns, DP Cell Count 298, dpl hpwl 2.48 mm, Rows 27, clock share of power 0.306, maximum vdd drop 0.000463 V, Yosys Chip Area 1800 um^2, DR iter-0 viols 45, sequential share of power 0.557, synthesized area 1800 um^2, Clk pin slew, worst setup/hold paths 0.10 ns, CTS H-tree depth 2, Gate Area 783 um^2, Max Slew Vio Count 0, register area share after synthesis 0.568, HP Class register to register, final hold vios 0, vias in the first global route 1075, port bufs 50, worst rel slew slack 0.842, Initial Util 0.319, layout filler cell count 522, outcome finished clean, synth cell count leaders dfxtp_1, and2_1, xnor2_1, synthesized netlist cell count 165, count of library flops with an enable pin 0, largest net degree at the start of global routing 18, top-count cell post-synth dfxtp_1, final WL 3.24 mm, count of unique library cells instantiated by Yosys 21, grt ovf 0, final setup violating endpoints 0, total track usage 0.113, worst path arrival time 1.43 ns, Net Sw Frac 0.238, kind of critical path register to primary output, Pint 1650 uW, post-route ant nets 0, die span in y 79.4 um, TritonCTS clock tree built, DRC viols 0, Layout Cells excl Fill 307, P_sw 516 uW, crit-path max FO 3, setup_tns 0 ns, Final period util 0.992, dominant cell type by area after synthesis dfxtp_1, combinational share of power 0.137, Mean Syn Cell Area 10.9 um^2
-- kinds of logic (layout without fill, tap and decap cells) --
family / Yosys count / count (layout) / synth area share
xor gates and xnor gates: 30 / 30 / 0.146
and+or+nand+nor: 68 / 68 / 0.227
buffers and inverters: 10 / 80 / 0.0244
DFF: 51 / 51 / 0.568
AOI/OAI and AO/OA: 6 / 6 / 0.0348
-- power by group through the flow --
| stage | logic [uW] | registers (uW) | clock network (uW) |
|---|---|---|---|
| after CTS | 299 | 1210 | 697 |
| after global routing | 330 | 1210 | 745 |
| final | 297 | 1210 | 664 |
-- sequential cells by signal (all words and copies together), names as in the netlist, 5 cells and up --
| signal | cells |
|---|---|
| imm | 8 |
| RB_dec | 5 |
| RW_dm | 5 |
| RA_dec | 5 |
| RW_dec | 5 |
| RW_wb | 5 |
| op_dec | 5 |
| RW_ex | 5 |
-- repair_timing --
| item | CTS | global route |
|---|---|---|
| gates resized | 35 | 7 |
| pin swaps | 19 | 11 |
| setup endpoints to repair | 4 | 4 |
| setup buffers | 0 | 1 |
-- layout by cell type (no fill, tap or decap) --
cell type,n
nor3_2,4
dfxtp_4,4
nor2b_1,1
a31o_4,1
buf_4,15
clkinv_4,2
buf_2,4
dfxtp_1,33
o32ai_2,2
dfxtp_2,14
and2_1,36
xnor2_2,3
o32a_1,2
nor3_1,1
clkbuf_8,5
nand2b_1,1
nor2_1,10
nand3_1,5
o21bai_1,1
xor2_1,13
nand3_2,1
inv_1,6
clkdlybuf4s50_1,46
clkinvlp_4,1
nor2_8,1
xnor2_1,13
nand2_1,5
buf_6,1
xor2_2,1
and3_1,3
-- critical path, stage by stage (launching register included) --
cell and delay, ns:
dfxtp_4 0.37, xor2_1 0.14, nor3_2 0.21, and3_1 0.17, o32a_1 0.14, buf_2 0.09
-- metal layers --
metal	track usage	up-vias	routed length, um
met3	0.0278	5	153
met2	0.158	27	1470
met5	0	-	0
met1	0.183	529	1560
met4	0.0145	0	51
li1	-	660	-
-- through the flow --
| stage | instance area, um^2 | hold slack [ns] | power [uW] |
|---|---|---|---|
| finish | 2650 | 0.423 | 2170 |
| CTS | 2610 | 0.420 | 2210 |
| global route | 2650 | 0.431 | 2290 |
| detailed placement | 2480 | 0.406 | 1540 |
| floorplan | 1800 | 0.393 | 1360 |
| global placement | 2480 | 0.400 | 1530 |
-- cell type report --
cell class                 count  share of cell area
tap                           72              0.0340
sequential                    51               0.398
multi-input combinational    104               0.296
clock buffer                   5              0.0260
clock inverter                 3             0.00945
inverter                       6             0.00851
timing repair buffer          66               0.228
-- worst paths after layout --
check / start / endpoint / slack, ns / depth (start not counted)
worst max register to register: LD1 / RW_dec[1] / 0.88 / 3
worst max-delay path: RB_dec[1] / mux_sel_B[1] / 0.01 / 5
worst min register to register: LD_dec / LD_dec / 0.42 / 1
worst min-delay path: LD_dec / LD_dec / 0.42 / 1
Power and IR drop assume default switching activity.
