<file path="flow/config.mk">
export PLATFORM = sky130hd
export DESIGN_NAME = Register_Bank_Block
export DESIGN_NICKNAME = Register_Bank_Block
export VERILOG_FILES = /design/flow/design.v
export SDC_FILE = /design/flow/constraint.sdc
export NUM_CORES = 4
export LEC_CHECK = 1
export CORE_UTILIZATION = 30
</file>
<file path="flow/constraint.sdc">
current_design Register_Bank_Block

set clk_period 3.3
set clk_io_pct 0.2

create_clock -name clk0 -period $clk_period [get_ports {clk}]

set non_clock_inputs [all_inputs -no_clocks]
set_input_delay [expr $clk_period * $clk_io_pct] -clock clk0 $non_clock_inputs
set_output_delay [expr $clk_period * $clk_io_pct] -clock clk0 [all_outputs]
</file>
<file path="flow/design.v">
`timescale 1ns / 1ps
module Register_Bank_Block(
	output [7:0] A,
    output [7:0] B,
    input [23:0] ins,
    input [7:0] ans_ex,
    input [7:0] ans_dm,
    input [7:0] ans_wb,
    input [7:0] imm,
    input [4:0] RW_dm,
    input [1:0] mux_sel_A,
    input [1:0] mux_sel_B,
    input imm_sel,
    input clk
    );
	wire [7:0] BI; 
	reg [7:0] reg_bank[0:31];		 
	reg [7:0] AR, BR;
	assign A = mux_sel_A[0] & mux_sel_A[1] ? ans_wb : mux_sel_A[0] & ~mux_sel_A[1] ? ans_ex : ~mux_sel_A[0] & mux_sel_A[1] ? ans_dm : AR;
	assign BI = mux_sel_B[0] & mux_sel_B[1] ? ans_wb : mux_sel_B[0] & ~mux_sel_B[1] ? ans_ex : ~mux_sel_B[0] & mux_sel_B[1] ? ans_dm : BR;
	assign B = imm_sel ? imm : BI;
	always@(posedge clk)
	begin
		AR <= reg_bank[ins[13:9]];
		BR <= reg_bank[ins[8:4]];
		reg_bank[RW_dm] <= ans_dm;
	end
endmodule
</file>
<file path="flow/run.sh">
#!/bin/bash
# OpenROAD 26Q1-2900-gdf79404cd8, Yosys 0.63+post, stock flow scripts
make -C /OpenROAD-flow-scripts/flow DESIGN_CONFIG=/design/flow/config.mk WORK_HOME=/design/flow/orfs finish
</file>
==> results.txt <==
Latest figures from synthesis and place and route.

The count of mapped cells out of synthesis is 563. The number of cells in the yosys synthesis report is 563. The power density over the cells is 506 nW/um^2. The CTS buffer count is 27. The number of port buffers is 68. Registers take 8010 um^2.

The post-synthesis cell type with the largest combined area is edfxtp_1. Counting distinct cell types in the post-synthesis netlist gives 17. The count of endpoints failing hold in the final timing report is 0.

Checking max transition, the worst relative margin is 66.2%. The critical path in the final layout is reported with a setup slack of 0.138 ns. The first detailed-routing pass took 4 iterations.

At the pin with the least slew margin, the transition time is 0.506 ns. The cell count of the worst hold path is 2. The logic area is 4440 um^2. The final antenna diode tally reported by the flow is 0. At the placement stage, the worst setup path has a slack of 0.139 ns. The clock passes through at most 3 buffers. The post-route minimum period is 3.16 ns. The post-detailed-placement cell area is 14300 um^2.

The critical path in this run is classified as in2out. The via count of the first global-routing pass came to 7720. STA puts the critical path data required time at 2.64 ns.

From left edge to right edge, the die measures 208 um. As reported, the later end of the worst-skew pair has a clock insertion delay of 0.53 ns. The global placement routability congestion is 0.876. The wire length recorded after detailed routing is 32600 um. The layout summary lists the proportion of cells stronger than drive strength 1 as 43.3%. The floorplan core area is 41300 um^2. The clock sink total is 272. Per the GRT congestion report, total overflow comes to 0. Per the OpenROAD floorplan log, the height of the die is 208 um. The number of design rule violations left after detail routing is 0. The critical path startpoint category is an input pin. After legalization and detailed placement, the total HPWL measured 21100 um. Looking at the clock tree report, the H-tree level count equals 1.

The cell at the root of the clock tree is clkbuf_16. The number of setup buffers added after CTS is 0. The total of max-cap violations is 0. The number of top-level design ports is 83. The count of state elements after synthesis is 272. The worst reg2reg path depth is 3. Per the cell usage report, the commonest logic cells after layout are 256 x edfxtp_1, 176 x mux4_2, 64 x clkdlybuf4s50_1. The registers of the reported paths see a clock transition of 0.06 ns. The starting density of the core is 30.7%.

Per the timing report, the achievable frequency comes out to 316 MHz. The report shows a maximum critical-path fanout of 8. The antenna violation net count after detailed routing is 0. The synthesis warning total is 1. Post-CTS repair changed the size of 0 cells. Note that the worst hold path type here is in2reg.

The maximum number of pins on one net before global-route repair is 65. The worst-case IR drop observed on VDD is 0.365 mV. The post-synthesis chip area from yosys is 12700 um^2. The first global-routing pass estimated 48300 um of wire. The data arrival time reported for the critical path is 2.50 ns. The post-route cell area is 15100 um^2. Buffers inserted to repair hold after CTS numbered 0.

The tally of OpenROAD warnings is 39. The nature of the critical path endpoint is a primary output. The overall fraction of global-route tracks in use is 16.7%. The final number of setup-violating endpoints is 0. The number of antenna violations at the first check in global routing came to 0.

In this run the layout overhead on the synthesized area is reported as 19.3%. Summed over all failing endpoints, the final setup total negative slack is 0 ns. The final worst clock skew is 0.00771 ns.

Before any placement, the netlist area is recorded as 12700 um^2. After floorplanning, the die was sized to cover 43100 um^2. The sequential-to-total area share from yosys stat is 63.2%. Counting only logic cells after layout, the most numerous master is edfxtp_1. The average cell area after synthesis is 22.5 um^2. The fraction of the core area covered by cells at the end of the flow is 36.6%. The fill cell instance count of the final layout is 3659. The flow ran to the end, and the final reports show no timing, DRC or antenna violations.

The leakage dissipation is 4.72 nW. The routed layout has 6471 vias. The routed via count divided by cell count is 5.30. Setup repair after global routing left no endpoint under its margin. The initialized floorplan defines 74 standard-cell rows.

TritonRoute output was used to compute an average wire per cell of 26.7 um. The clock tree from TritonCTS is done. The violation tally from detailed-route iteration zero is 368. The area share of the leading cell type in the synthesized netlist is 60.6%. Ranked by total cell area, the synthesized netlist is headed by edfxtp_1 61%, mux4_2 31%, dfxtp_1 2.5%. The final clock period utilization by the worst path is 95.8%.

The number of pins with negative max-slew slack in the final report is 0.
## path summary, 6_finish.rpt
check                             from                       end  slack (ns)
min reg2reg  reg_bank[12][3]$_DFFE_PP_             BR[3]$_DFF_P_        0.94
max                       mux_sel_B[0]                      B[6]        0.14
min                          ans_dm[4]  reg_bank[8][4]$_DFFE_PP_        0.94
max reg2reg  reg_bank[23][6]$_DFFE_PP_             BR[6]$_DFF_P_        1.40
## through the flow
stage / hold WS [ns] / instances / power [mW]
final: 0.935 / 1221 / 7.65
after global routing: 0.954 / 1221 / 7.90
after CTS: 0.932 / 1221 / 7.72
after detailed placement: 0.920 / 1173 / 4.79
after global placement: 0.920 / 1173 / 4.76
after floorplan: 0.759 / 563 / 4.43
## power breakdown
group | total [mW] | switching [mW] | internal, mW
clock | 2.95 | 1.22 | 1.72
combinational | 0.800 | 0.355 | 0.445
sequential | 3.91 | 0.0376 | 3.87
## worst max-delay path, cell delays in order
cell             delay (ns)
clkdlybuf4s50_1        0.52
buf_12                 0.15
mux4_2                 0.50
mux2_2                 0.27
clkdlybuf4s50_1        0.40
## synthesized netlist by cell type
cell type  number
buf_1          16
buf_2           2
buf_4          12
buf_6           2
clkbuf_1       14
dfxtp_1        16
edfxtp_1      256
mux2_2         24
mux4_2        176
nand2_1         2
nand2b_1        2
nand3_1         1
nand3b_1        3
nor2_1         33
or2_2           1
or3_1           1
or3b_2          2
## registers in the layout (all words and copies together), names as in the netlist
signal / count
AR: 8
BR: 8
reg_bank: 256
## kinds of logic (layout without fill, tap and decap cells)
group	after synthesis	count (layout)	share of synthesized area, %
buffers and inverters	46	172	1.86
DFF	272	272	63.2
muxes	200	200	33.4
and+or+nand+nor	45	45	1.59
## layer usage
metal,GRT usage [%],wire length (um),up-vias
met5,1.00,53,-
met4,4.71,1110,3
met3,12.1,5260,64
met2,27.2,16500,430
met1,16.6,9680,3271
li1,-,-,2703
## area by class of cell
class	count	share of cell area [%]
sequential	272	52.9
tap	532	4.40
multi-input combinational	245	29.3
clock inverter	16	0.993
timing repair buffer	124	7.76
clock buffer	32	4.59
No activity file was given, so power comes from the tool's default toggle rates.
