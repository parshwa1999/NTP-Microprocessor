===== /design/flow/constraint.sdc =====
current_design execution_block

set clk_period 9.4
set clk_io_pct 0.2

create_clock -name clk0 -period $clk_period [get_ports {clk}]

set non_clock_inputs [all_inputs -no_clocks]
set_input_delay [expr $clk_period * $clk_io_pct] -clock clk0 $non_clock_inputs
set_output_delay [expr $clk_period * $clk_io_pct] -clock clk0 [all_outputs]

===== /design/flow/run.sh =====
#!/bin/bash
# OpenROAD 26Q1-2900-gdf79404cd8, Yosys 0.63+post, stock flow scripts
make -C /OpenROAD-flow-scripts/flow DESIGN_CONFIG=/design/flow/config.mk WORK_HOME=/design/flow/orfs finish

===== /design/flow/config.mk =====
export PLATFORM = sky130hd
export DESIGN_NAME = execution_block
export DESIGN_NICKNAME = execution_block
export VERILOG_FILES = /design/flow/design.v
export SDC_FILE = /design/flow/constraint.sdc
export NUM_CORES = 4
export LEC_CHECK = 1
export CORE_UTILIZATION = 30

===== /design/flow/design.v =====
`timescale 1ns / 1ps
module ALU(
	output [7:0] ans_tmp,
	output [7:0] data_out_buff,
	output [3:0] flag_ex,
	input [7:0] data_in,
	input [4:0] op_dec,
	input [7:0] A,
	input [7:0] B,
	input [7:0] ans_ex,
	input [7:0] data_out,
	input clk
	);
	wire [7:0] sum;
	wire tmp1, tmp2;
	reg [3:0] flagtmp;
	add_sub_8bit adder1(sum, tmp1 , tmp2, A, B, op_dec[0]);
	assign ans_tmp = (op_dec == 5'b00000 || op_dec == 5'b01000) ? (sum) : 	 
						  (op_dec == 5'b00001 || op_dec == 5'b01001) ? (A - B) :  
						  (op_dec == 5'b00010 || op_dec == 5'b01010) ? (B) :		 
						  (op_dec == 5'b00100 || op_dec == 5'b01100) ? (A & B) :	 
						  (op_dec == 5'b00101 || op_dec == 5'b01101) ? (A | B) :	 
						  (op_dec == 5'b00110 || op_dec == 5'b01110) ? (A ^ B) :  
						  (op_dec == 5'b00111 || op_dec == 5'b01111) ? (~B) :		 
						  (op_dec == 5'b10100 || op_dec == 5'b10101) ? (A) :		 
						  (op_dec == 5'b10110) ? (data_in) :							 
						  (op_dec == 5'b11001) ? (A << B) :								 
						  (op_dec == 5'b11010) ? (A >> B) :								 
						  (op_dec == 5'b11011) ?((A[7]) ?								 
															((B == 0) ? A :
														   (B == 1) ? {1'b1, A[7:1]} :
														   (B == 2) ? {2'b11, A[7:2]} :
														   (B == 3) ? {3'b111, A[7:3]} :
														   (B == 4) ? {4'b1111, A[7:4]} :
														   (B == 5) ? {5'b11111, A[7:5]} :
														   (B == 6) ? {6'b111111, A[7:6]} :
														   (B == 7) ? {7'b1111111, A[7]} :
														    8'b11111111)
													  : (A >> B) ):
						(op_dec == 5'b10000 || op_dec == 5'b10001 || op_dec == 5'b10111 || op_dec == 5'b11000 || op_dec == 5'b11100 || op_dec == 5'b11101 || op_dec == 5'b11110 || op_dec == 5'b11111) ? ans_ex :  8'b0000_0000;
	assign data_out_buff  = (op_dec == 5'b10111 ) ? A : data_out;	 
	assign flag_ex[0] = (op_dec == 5'b00000 || op_dec == 5'b01000 || op_dec == 5'b00001 || op_dec == 5'b01001) ? tmp1 : (op_dec[4:2] == 3'b111) ? flagtmp[0] : 1'b0 ;
	assign flag_ex[1] = (op_dec == 5'b10000 || op_dec == 5'b10001 || op_dec == 5'b10100 || op_dec == 5'b10101 || op_dec == 5'b10111 || op_dec == 5'b11000) ? 1'b0 : (op_dec[4:2] == 3'b111) ? flagtmp[1] : &(~ans_tmp);												
	assign flag_ex[2] = (op_dec == 5'b00000 || op_dec == 5'b01000 || op_dec == 5'b00001 || op_dec == 5'b01001) ? tmp2 : (op_dec[4:2] == 3'b111) ? flagtmp[2] : 1'b0 ;	
	assign flag_ex[3] = (op_dec == 5'b10000 || op_dec == 5'b10001 || op_dec == 5'b10100 || op_dec == 5'b10101 || op_dec == 5'b10111 || op_dec == 5'b11000) ? 1'b0 : (op_dec[4:2] == 3'b111) ? flagtmp[3] : (^ans_tmp);												 
	always@(posedge clk)
	begin
		flagtmp <= flag_ex;
	end
endmodule
`timescale 1ns / 1ps
module execution_block(
    output [7:0] ans_ex,
    output [7:0] DM_data,
    output [7:0] data_out,
    output [3:0] flag_ex,
    input [7:0] A,
    input [7:0] B,
	 input [7:0] data_in,
    input [4:0] op_dec,
    input clk,
    input reset
    );
		wire [7:0] ans_tmp, data_out_buff;
		ALU ALU1(ans_tmp, data_out_buff, flag_ex, data_in, op_dec, A, B, ans_ex, data_out,clk);		 
		register register1(ans_ex, data_out, DM_data, ans_tmp, data_out_buff, B, clk, reset);	 
endmodule
`timescale 1ns / 1ps
module add_sub_8bit(
	output [7:0] S_D,
	output C_B ,
	output Overflow,
	input [7:0] A,
	input [7:0] B,
	input Operator
	);
	wire [7:0] Bq;		 
	wire [6:0] Cout;
	assign Bq[0] = B[0] ^ Operator;
	assign Bq[1] = B[1] ^ Operator;
	assign Bq[2] = B[2] ^ Operator;
	assign Bq[3] = B[3] ^ Operator;
	assign Bq[4] = B[4] ^ Operator;
	assign Bq[5] = B[5] ^ Operator;
	assign Bq[6] = B[6] ^ Operator;
	assign Bq[7] = B[7] ^ Operator;
	Full_adder fb1(S_D[0], Cout[0], A[0], Bq[0], Operator);
	Full_adder fb2(S_D[1], Cout[1], A[1], Bq[1], Cout[0]);
	Full_adder fb3(S_D[2], Cout[2], A[2], Bq[2], Cout[1]);
	Full_adder fb4(S_D[3], Cout[3], A[3], Bq[3], Cout[2]);
	Full_adder fb5(S_D[4], Cout[4], A[4], Bq[4], Cout[3]);
	Full_adder fb6(S_D[5], Cout[5], A[5], Bq[5], Cout[4]);
	Full_adder fb7(S_D[6], Cout[6], A[6], Bq[6], Cout[5]);
	Full_adder fb8(S_D[7], C_B, A[7], Bq[7], Cout[6]);
	assign Overflow = C_B ^ Cout[6];
endmodule
`timescale 1ns / 1ps
module Full_adder(
	output sum,
	output carryout,
	input x,
	input y,
	input carryin
	);
	assign sum = carryin^(x^y);						 
	assign carryout = ((x^y)&carryin) | (x&y);	 
endmodule
`timescale 1ns / 1ps
module register(
    output reg [7:0] ans_ex,
    output reg [7:0] data_out,
    output reg [7:0] DM_data,
    input [7:0] ans_tmp,
    input [7:0] data_out_buff,
    input [7:0] B,
    input clk,
    input reset
    );
	 wire [7:0] temp1, temp2, temp3;
	 assign temp1 = (reset) ? ans_tmp : 8'b0000_0000;			 
	 assign temp2 = (reset) ? data_out_buff : 8'b0000_0000;	 
	 assign temp3 = (reset) ? B : 8'b0000_0000;					 
	 always @ (posedge clk)												 
	 begin
		ans_ex <= temp1;
		data_out <= temp2;
		DM_data <= temp3; 
	 end
endmodule

==> COMMIT_EDITMSG <==
Log flow metrics for this revision

* Outcome: finished clean
- Cells after synthesis: 514
- Cell at the root of the clock tree: sky130_fd_sc_hd__clkbuf_16
- In the routed design, unresolved DRC markers number 0.
- According to the report, the first pass of detailed routing completed in 5 iterations.
- Post-synthesis, Yosys gives the total cell area as 3930 sq um.
- Total routing usage reported by global routing: 0.232
- For this run, the detailed router reports a per-instance via density of 5.82.
- Final worst path period share: 0.964
- Leading cell types in the layout, fill and taps excluded: sky130_fd_sc_hd__clkdlybuf4s50_1 (58), sky130_fd_sc_hd__nand2_1 (41), sky130_fd_sc_hd__a21oi_1 (38)
* Number of placement rows: 41
- Area taken by multi-input logic gates: 3070 sq um
- Power spread over the standard cell area amounts to 95.8 nW/um^2.
- The number of maximum-capacitance violations recorded for the run is 0.
- Internal power summed over all cells: 288 uW
- For this configuration, the core starts out at a cell density of 0.310.
* Critical path buffer and inverter count: 6
- On the final layout, the worst clock skew is 0.00584 ns.
- TritonCTS built the clock tree.
- The flow measured a signed area growth from synthesis to layout of 21.1%.
- The critical path endpoint has a required time of 7.52 ns.
* Critical setup path kind: input pin to output pin
- Final Setup Violations: 0
- The warning tally printed by Yosys for this design is 2.
- The first global-routing pass estimated 23.0 mm of wire.
- DIE AREA: 13,600 sq um
* Total grt overflow: 0
* Antenna violations before repair: 0
* Buffers inserted during post-CTS setup optimization: 0
- The average instance in the mapped netlist occupies 7.64 sq um.
- Post-detailed-routing wire length: 15.2 mm
* CTS H-Tree Depth: 1
* Vias in the first global route: 3,913
* Final weighted congestion of routability-driven global placement: 0.947
- Die width: 116 um
* Worst-case clock buffer depth: 2
- Max FO, Critical Path: 3
* Net switching power of the design: 168 uW
- Classification of the worst-slack hold path: register to register
- Clock tree synthesis inserted a total of 3 buffers.
- Post-route antenna net violation count: 0
- Total clock sinks: 28
- P_leak: 0.00179 uW
* Top flip-flop cell by instance count after synthesis: sky130_fd_sc_hd__dfxtp_1
* Relative slew slack: 0.420
- Pin slew with the least headroom to its limit: 0.859 ns
- Timing-limited maximum frequency: 110 MHz
* Synth Seq Share: 0.143
* Storage cell area: 561 sq um
- Of the total power, combinational logic draws 0.496.
- 1st-iter DRT viols: 370
- Distinct cell type count after synthesis: 70
- Counting flops with a built-in enable in the synthesized netlist gives 0.
- Hold-check failures listed in the final report amount to 0.
- The worst register-to-register path begins at register1.ans_ex[7].
- Entering global routing, the biggest net connects 49 pins.
- Vias: 4,195
- Half-perimeter wire length after placement: 11.1 mm
- The power report attributes to the sequential group a share of 0.287.
- TritonRoute output was used to compute an average wire per cell of 21.0 um.
- Critical Path AT: 7.18 ns
- Top cell family by delay on the critical path: adder cells
- Peak supply drop: 0.0494 mV
- Critical path origin: op_dec[0]
- Clock group share of total power: 0.217
- For the worst-skew pair, the clock arrives at the later sink with an insertion delay of 0.27 ns.
* Clock transition at path regs: 0.07 ns
- Per the final layout report, the fraction of cells sized above drive strength 1 comes to 0.0801.
- In the Yosys report the total cell count is 514.
* Async set or reset register ratio after synthesis: 0
- The final layout reports a setup TNS of 0 ns.
- Most prevalent standard cell on the critical path: sky130_fd_sc_hd__fa_1
- Startpoint type of the worst setup path: input pin
- According to the floorplan report, the die height is 116 um.
- After filler insertion, the fill cell instance count of the layout stands at 1,342.
* Startpoint of the worst hold path: ALU1.flagtmp[2]
* Core Area: 12,700 sq um
* Type of element capturing the critical path: output pin
* Post-cts hold-fix buffer tally: 0
* Final period demand of the worst path: 9.06 ns
- IO Count: 59
* Flops & latches, synth: 28
* Slowest cell delay on critical path: 0.54 ns
- In this run the tool buffered the top-level ports with 58 buffer cells.
- Number of logged tool warnings: 40
* Final instance count without filler cells: 721
* Most common cell after layout, fill and taps aside: sky130_fd_sc_hd__clkdlybuf4s50_1
- In the final report, the number of pins over their slew limit comes to 0.
- Placed Cells: 718
- Chain of cells forming the critical path: clkdlybuf4s50_1, clkinv_1, o21ai_0, fa_1, fa_1, inv_1, fa_1, inv_1, fa_1, fa_1, inv_1, fa_1, nor2_1, o22ai_1, and2_1, a31oi_1, o21a_1, nor3_1, ha_1, xnor2_1, xnor2_1, o21ai_0, and2_1, clkdlybuf4s50_1
* Proportion of total power due to net switching: 0.368
- After synthesis the cells add up to 3930 sq um.
* CP max-delay cell: sky130_fd_sc_hd__clkdlybuf4s50_1
* Setup repair after global routing missed its margin: false
* Number of diodes added for antenna fixing: 0
path summary, 6_finish.rpt:
kind	end	depth (start not counted)	slack [ns]
setup / recovery	flag_ex[3]	24	0.34
hold / removal	ALU1.flagtmp[2]	2	0.48
setup reg to reg	ALU1.flagtmp[3]	11	6.98
hold reg to reg	ALU1.flagtmp[2]	2	0.48
worst reg2reg max path, delay by kind of cell, from the launching register on:
family                   cells  cell delay, ns
AND-OR/OR-AND                6            0.94
XOR/XNOR                     2            0.35
adder cells (fa/ha/maj)      1            0.33
flip-flops                   1            0.37
AND/OR/NAND/NOR              2            0.34
synthesized netlist by cell type, types with 4 or more instances:
master / count / area share
sky130_fd_sc_hd__and3_1: 8 / 0.013
sky130_fd_sc_hd__dfxtp_1: 28 / 0.14
sky130_fd_sc_hd__o2111ai_1: 4 / 0.0089
sky130_fd_sc_hd__a31oi_1: 5 / 0.0080
sky130_fd_sc_hd__nand3_1: 8 / 0.010
sky130_fd_sc_hd__mux2i_1: 18 / 0.046
sky130_fd_sc_hd__nor2b_1: 22 / 0.035
sky130_fd_sc_hd__nor3_1: 13 / 0.017
sky130_fd_sc_hd__nand2b_1: 6 / 0.0096
sky130_fd_sc_hd__a211oi_1: 5 / 0.0096
sky130_fd_sc_hd__or2_2: 4 / 0.0064
sky130_fd_sc_hd__inv_1: 26 / 0.025
sky130_fd_sc_hd__o21ai_0: 30 / 0.038
sky130_fd_sc_hd__xnor2_1: 10 / 0.022
sky130_fd_sc_hd__o31ai_1: 4 / 0.0076
sky130_fd_sc_hd__fa_1: 8 / 0.041
sky130_fd_sc_hd__ha_1: 27 / 0.086
sky130_fd_sc_hd__xor2_1: 6 / 0.013
sky130_fd_sc_hd__a311oi_1: 5 / 0.011
sky130_fd_sc_hd__nand4_1: 4 / 0.0064
sky130_fd_sc_hd__nor2_1: 29 / 0.028
sky130_fd_sc_hd__o22ai_1: 7 / 0.011
sky130_fd_sc_hd__a21oi_1: 38 / 0.048
sky130_fd_sc_hd__mux4_2: 9 / 0.052
sky130_fd_sc_hd__buf_2: 11 / 0.014
sky130_fd_sc_hd__nor4_1: 6 / 0.0096
sky130_fd_sc_hd__and2_1: 14 / 0.022
sky130_fd_sc_hd__and3b_1: 4 / 0.0089
sky130_fd_sc_hd__nand2_1: 41 / 0.039
sky130_fd_sc_hd__buf_1: 7 / 0.0067
sky130_fd_sc_hd__o21bai_1: 4 / 0.0076
sky130_fd_sc_hd__a22oi_1: 4 / 0.0076
sky130_fd_sc_hd__a2bb2oi_1: 5 / 0.011
sky130_fd_sc_hd__clkbuf_1: 26 / 0.025
cells by family after synthesis:
kind of cell	Yosys count	synth area share
flops	28	0.143
simple gates	174	0.237
compound gates	158	0.276
fa+ha+maj	35	0.127
mux	30	0.106
buf+inv	73	0.0752
xor+xnor	16	0.0357
flip-flops by register name (all words and copies together), names as in the netlist:
register	flops
register1.DM_data	8
register1.ans_ex	8
register1.data_out	8
ALU1.flagtmp	4
power groups by stage:
stage	clock, uW	combinational, uW	sequential (uW)
5_1_grt	105	248	131
4_1_cts	101	223	131
6_report	98.8	226	131
per-layer routing:
metal,track usage,part of all wire
met1,0.338,0.43
met3,0.0529,0.091
met2,0.343,0.44
met5,0,0
met4,0.0718,0.037
cell type report:
cell class	instances	share of cell area
clock buffer	3	0.0158
multi-input combinational	413	0.646
inverter	28	0.0221
tap	172	0.0453
sequential	28	0.118
timing repair buffer	77	0.153
timing repair:
item | CTS | global route
endpoints found under the setup margin | 0 | 1
hold endpoints to repair | 0 | 0
gates resized | 0 | 1
stage by stage:
step	setup slack (ns)	area (sq um)	util	total power, uW	hold slack [ns]
final	0.340	4760	0.375	456	0.478
after floorplan	0.524	3930	-	272	0.401
after global routing	0.0279	4760	0.375	484	0.520
after detailed placement	0.279	4680	0.369	355	0.467
after CTS	0.253	4750	0.375	455	0.485
after global placement	0.354	4680	0.369	356	0.457
Power figures rest on the tool's default switching activity, not on a simulated workload.
